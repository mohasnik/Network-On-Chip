--- design/flow/config.mk ---
export PLATFORM = sky130hd
export DESIGN_NAME = Routing_Unit
export DESIGN_NICKNAME = Routing_Unit
export VERILOG_FILES = /design/flow/design.v
export SDC_FILE = /design/flow/constraint.sdc
export NUM_CORES = 4
export LEC_CHECK = 1
export CORE_AREA = 10 10 70 70
export DIE_AREA = 0 0 80 80
--- design/flow/constraint.sdc ---
current_design Routing_Unit

set clk_period 1.2
set clk_io_pct 0.2

create_clock -name clk0 -period $clk_period

set non_clock_inputs [all_inputs -no_clocks]
set_input_delay [expr $clk_period * $clk_io_pct] -clock clk0 $non_clock_inputs
set_output_delay [expr $clk_period * $clk_io_pct] -clock clk0 [all_outputs]
--- design/flow/run.sh ---
#!/bin/bash
# OpenROAD 26Q1-2900-gdf79404cd8, Yosys 0.63+post, stock flow scripts
make -C /OpenROAD-flow-scripts/flow DESIGN_CONFIG=/design/flow/config.mk WORK_HOME=/design/flow/orfs finish
--- design/flow/design.v ---
typedef logic[0:63][17:0] packet;
module Port_Decoder #(
    parameter NOC_WIDTH = 4, 
    parameter NOC_LENGTH = 4,
    parameter ROUTER_ID = 0
) (
    dest_address, 
    port_address
);
    localparam  X_ADDRESS_WIDTH = $clog2(NOC_WIDTH);
    localparam  Y_ADDRESS_WIDTH = $clog2(NOC_LENGTH);
    localparam  TOTAL_ADDRESS_WIDTH = X_ADDRESS_WIDTH + Y_ADDRESS_WIDTH;
    input [TOTAL_ADDRESS_WIDTH-1 : 0] dest_address;
    output logic[2:0] port_address;
    logic [X_ADDRESS_WIDTH-1:0] router_address_x, dest_address_x;
    logic [Y_ADDRESS_WIDTH-1:0] router_address_y, dest_address_y;
    always @(*) begin
        port_address = 0;
        if(dest_address == ROUTER_ID)
            port_address = 0;
        else if (dest_address_x == router_address_x) begin       
            if(dest_address_y > router_address_y)
                port_address = 2;
            else         
                port_address = 4;
        end
        else if(dest_address_x > router_address_x)
            port_address = 3;
        else if (dest_address_x < router_address_x)
            port_address = 1;
    end
    assign router_address_x = ROUTER_ID[X_ADDRESS_WIDTH-1:0];
    assign router_address_y = (ROUTER_ID >> X_ADDRESS_WIDTH);
    assign dest_address_x = dest_address[X_ADDRESS_WIDTH-1:0];
    assign dest_address_y = (dest_address >> X_ADDRESS_WIDTH);
endmodule
module Routing_Unit #(
    parameter NOC_WIDTH = 4, 
    parameter NOC_LENGTH = 4,
    parameter ROUTER_ID = 0
) (
    dest_local, dest_west,  dest_north,  dest_east, dest_south,
    port_local, port_west, port_north, port_east, port_south
);
    localparam  X_ADDRESS_WIDTH = $clog2(NOC_WIDTH);
    localparam  Y_ADDRESS_WIDTH = $clog2(NOC_LENGTH);
    localparam  TOTAL_ADDRESS_WIDTH = X_ADDRESS_WIDTH + Y_ADDRESS_WIDTH;
    input [TOTAL_ADDRESS_WIDTH-1 : 0] dest_local, dest_west,  dest_north,  dest_east, dest_south;
    output [2:0] port_local, port_west, port_north, port_east, port_south;
    Port_Decoder #(.NOC_LENGTH(NOC_LENGTH), .NOC_WIDTH(NOC_WIDTH), .ROUTER_ID(ROUTER_ID)) 
                    lcoal_port_decoder (.dest_address(dest_local), .port_address(port_local));
    Port_Decoder #(.NOC_LENGTH(NOC_LENGTH), .NOC_WIDTH(NOC_WIDTH), .ROUTER_ID(ROUTER_ID)) 
                    west_port_decoder (.dest_address(dest_west), .port_address(port_west));
    Port_Decoder #(.NOC_LENGTH(NOC_LENGTH), .NOC_WIDTH(NOC_WIDTH), .ROUTER_ID(ROUTER_ID)) 
                    north_port_decoder (.dest_address(dest_north), .port_address(port_north));
    Port_Decoder #(.NOC_LENGTH(NOC_LENGTH), .NOC_WIDTH(NOC_WIDTH), .ROUTER_ID(ROUTER_ID)) 
                    east_port_decoder (.dest_address(dest_east), .port_address(port_east));
    Port_Decoder #(.NOC_LENGTH(NOC_LENGTH), .NOC_WIDTH(NOC_WIDTH), .ROUTER_ID(ROUTER_ID)) 
                    south_port_decoder (.dest_address(dest_south), .port_address(port_south));
endmodule
==> GITHUB_STEP_SUMMARY <==
## Implementation flow summary

| Metric | Value |
|---|---|
| Outcome | finished clean |
| Gr ovfl total | 0 |
| Max-area cell share | 34.1% |
| Die ar. | 6400 um2 |
| GP Congestion | 0.794 |
| Hold buffers post-CTS | 0 |
| ANT nets after route | 0 |
| Crit. path cell count | 3 |
| Yosys chip area | 110 um2 |
| Initial antenna violation count | 0 |
| Top Family by Delay on Critical Path | simple AND/OR/NAND/NOR gates |
| WL per Instance | 8.16 um |
| Total power | 0.0807 mW |
| Registers | 0 |
| Final Core Density | 12.0% |
| Cell Type Count | 4 |
| Max Clk Rate | 839 MHz |
| Setup crit start | dest_east[3] |
| Commonest cells in the netlist | buf_4, or2_1, or4_1, conb_1 |
| Minimum clock period | 1.19 ns |
| Cell area after synthesis | 110 um2 |
| Fp util | 3.22% |
| Peak supply drop | 0.0459 mV |
| Hold depth | 3 |
| Worst setup EP type | output port |
| Clock buffers | 0 |
| Die Span Y | 80 um |
| Setup Crit Path Kind | in2out |
| Largest net degree at the start of global routing | 3 |
| IO buf count | 30 |
| Tot GR Track Use | 2.03% |
| Pins Over Slew Limit | 0 |
| Worst min path class | in2out |
| Vias in the first global route | 238 |
| Post-synth top area cell | buf_4 |
| CP required | 0.96 ns |
| CP arrival | 0.95 ns |
| Ranking of synthesized cells by area | buf_4, or4_1, or2_1 |
| Log Warnings | 34 |
| Post-DR vias/cell | 2.38 |
| Synth Warn # | 1 |
| Share of cells above drive strength 1 | 46.7% |
| Core ar. | 3420 um2 |
| I/O pin cnt | 35 |
| Pleak | 0.168 nW |
| Area delta synth->final | 272% |
| HPWL after DPL | 695 um |
| Total Wirelength | 743 um |
| RSZ-0062 raised after global routing | true |
| Tcrit/Tclk final | 99.4% |
| Die width | 80 um |
| FILL cells | 408 |
| Max cap viols | 0 |
| Ant diodes | 0 |
| Setup violators final | 0 |
| Syn Inst Count | 16 |
| Placed Area | 445 um2 |
| DR pass1 iterations | 2 |
| DRC violations left | 0 |
| Reg area | 0 um2 |
| Final Hold Fails | 0 |
| Type of origin of the critical path | primary input |
| Row count | 21 |
| Post-synthesis sequential area ratio | 0% |
| CP peak stage delay | 0.50 ns |
| Critical path buffers and inverters | 2 |
| Min-Delay Startpoint | dest_west[3] |
| Power Dens Cells | 197 nW/um2 |
| CP max FO | 1 |
| Finished layout cell area | 409 um2 |
| First-pass GRT wire length | 1080 um |
| Slowest CP cell | or4_1 |
| Syn_area_per_cell | 6.88 um2 |
| Critical path cell sequence | buf_6, or4_1, buf_2 |
| # Cells Yosys | 16 |
| DR vias | 217 |
| Drt initial violations | 2 |
==> layout by cell type, fill, tap and decap left out <==
cell and count:
dlygate4sd2_1 5, or4_1 5, conb_1 5, clkbuf_2 1
buf_2 8, clkdlybuf4s15_1 4, or2_1 5, buf_6 12
==> path summary, 6_finish.rpt <==
| kind | endpoint | slack [ns] |
|---|---|---|
| max | port_east[1] | 0.007 |
| min | port_west[1] | 0.70 |
==> cell families after synthesis <==
family / share of synthesized area, %
AND/OR/NAND/NOR: 62.5
buffers and inverters: 34.1
other: 3.41
==> layout make-up <==
type	count	area (um2)	area share, %
repair buffers	30	264	64.5
multi-input cells	15	87.6	21.4
well taps	46	57.6	14.1
==> stage by stage <==
| stage | cells | hold WS [ns] | setup TNS [ns] | setup slack, ns |
|---|---|---|---|---|
| CTS | 91 | 0.716 | -0.0120 | -0.0120 |
| floorplan | 20 | 0.530 | 0 | 0.256 |
| global route | 91 | 0.728 | -0.0851 | -0.0301 |
| global placement | 91 | 1.48 | -4.77 | -0.650 |
| detailed placement | 91 | 1.47 | -4.75 | -0.644 |
| finish | 91 | 0.703 | 0 | 0.00744 |
==> routing by layer <==
metal  vias up  GRT usage [%]  routed length [um]  share of wire, %
li1        105              -                   -                 -
met1        86           2.44                 255                34
met2        26           2.57                 253                34
met3         0           2.16                 235                32
met4         0              0                   0                 0
met5         -              0                   0                 0
==> tightest hold or removal path, cell delays in order <==
cell and delay [ns]:
buf_6 0.06, or4_1 0.08, buf_2 0.08
==> what timing repair did <==
action                                  in CTS  in global routing
pin swaps                                    5                  5
hold endpoints to repair                     0                  0
resized                                     80                 10
endpoints found under the setup margin      10                  5
setup buffers                                0                  0
==> report_power, final <==
part	leakage, nW	switching [mW]	internal [mW]
Combinational	0.168	0.0146	0.0661
Clock	0	0	0
Sequential	0	0	0
Power and IR drop assume default switching activity.
